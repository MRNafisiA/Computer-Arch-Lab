File: flow/design.v
module data_memory(clk, memWrite, memRead, address, writeData, readData);
    input clk, memWrite, memRead;
    input [47:0] address;
    input [63:0] writeData;
    output [63:0] readData;
    reg [63:0] RAM[0:63];
    always @(posedge clk)
    begin
        if(memWrite) RAM[address[5:0]] <= writeData;
        if(memRead) readData = RAM[address[5:0]];
    end
endmodule
File: flow/run.sh
#!/bin/bash
# OpenROAD 26Q1-2900-gdf79404cd8, Yosys 0.63+post, stock flow scripts
make -C /OpenROAD-flow-scripts/flow DESIGN_CONFIG=/design/flow/config.mk WORK_HOME=/design/flow/orfs finish
File: flow/config.mk
export PLATFORM = sky130hd
export DESIGN_NAME = data_memory
export DESIGN_NICKNAME = data_memory
export VERILOG_FILES = /design/flow/design.v
export SDC_FILE = /design/flow/constraint.sdc
export NUM_CORES = 4
export LEC_CHECK = 1
export CORE_UTILIZATION = 30
File: flow/constraint.sdc
current_design data_memory

set clk_period 66.8
set clk_io_pct 0.2

create_clock -name clk0 -period $clk_period [get_ports {clk}]

set non_clock_inputs [all_inputs -no_clocks]
set_input_delay [expr $clk_period * $clk_io_pct] -clock clk0 $non_clock_inputs
set_output_delay [expr $clk_period * $clk_io_pct] -clock clk0 [all_outputs]
==> results.sh <==
# yosys + openroad results
export IMPL_outcome="complete, no violations"
export IMPL_htree_levels=5
export IMPL_timing_fmax_mhz=56.4
export IMPL_yosys_warnings=2
export IMPL_drive_above_1_share_pct=15.0
export IMPL_cts_num_sinks=4160
export IMPL_critPathRequiredTime_ns=67.37
export IMPL_max_stage_delay_ns=0.67
export IMPL_irDropWorstVdd_mv=0.0242
export IMPL_skew_ns=0.0666
export IMPL_core_area_um2=518000
export IMPL_slew_headroom_pct=26.9
export IMPL_cts_made_buffers=384
export IMPL_syn_to_final_growth_pct=14.9
export IMPL_ant_nets=0
export IMPL_slowest_stage="buf_4"
export IMPL_period_minus_slack_ns=17.74
export IMPL_path_buffers=6
export IMPL_setup_viol=0
export IMPL_worst_pin_slew_ns=1.09
export IMPL_tool_warnings=68
export IMPL_wl_per_cell_um=30.3
export IMPL_r2r_slack_ns=63.72
export IMPL_chipHeight_um=723
export IMPL_synthCells=8619
export IMPL_finalPower_mw=5.38
export IMPL_cts_tree="yes"
export IMPL_die_w_um=723
export IMPL_num_io_pins=179
export IMPL_ys_cells=8619
export IMPL_ys_top_cells_by_area="edfxtp_1, a221oi_1, a22oi_1, mux2i_1, o22ai_1"
export IMPL_grt_pass1_wl_mm=685
export IMPL_fp_util_pct=30.2
export IMPL_tns_ns=0
export IMPL_criticalPathCategory="input port to flop"
export IMPL_insertion_delay_ns=0.98
export IMPL_overflow=0
export IMPL_start_kind="input port"
export IMPL_grt_max_degree=97
export IMPL_leakage_nw=54.8
export IMPL_cpMostUsedCell="buf_4"
export IMPL_postCtsHoldBufs=0
export IMPL_wirelength_mm=489
export IMPL_yosysTopAreaCell="edfxtp_1"
export IMPL_die_area_um2=523000
export IMPL_path_clk_slew_ns=0.06
export IMPL_ys_area_um2=156000
export IMPL_critPathTopFamily="buffers and inverters"
export IMPL_ys_seq_share_pct=80.0
export IMPL_flop_cell="edfxtp_1"
export IMPL_rows=264
export IMPL_via_per_inst=5.55
export IMPL_cap_violations=0
export IMPL_path_cells="buf_8 > buf_4 > buf_4 > buf_4 > buf_4 > buf_4 > mux2_2 > a221oi_1 > o22ai_1 > a22oi_1 > nand3b_1"
export IMPL_hp_class="flop to flop"
export IMPL_top_cells_by_count="edfxtp_1, a22oi_1, a221oi_1"
export IMPL_syn_area_um2=156000
export IMPL_cts_setup_buffers=0
export IMPL_yosysUniqueCellTypes=56
export IMPL_hold_viol_final=0
export IMPL_hpwl_mm=263
export IMPL_vias=89634
export IMPL_rsz0062_at_grt="false"
export IMPL_cp_arrival_ns=18.31
export IMPL_synth_most_common_cell="edfxtp_1"
export IMPL_dr_pass1_iters=6
export IMPL_cts_buffer_depth=4
export IMPL_cp_end_kind="flop"
export IMPL_ys_ff=4160
export IMPL_drv_slew=0
export IMPL_powerDensity_nw_per_um2=30.0
export IMPL_globalplace_congestion=0.865
export IMPL_cp_max_fo=45
export IMPL_yosys_area_top_type_share_pct=80.0
export IMPL_grt_pass1_vias=96726
export IMPL_drt_initial_drc_count=6401
export IMPL_fin_crit_sh_pct=26.6
export IMPL_synthArstFlopShare_pct=0
export IMPL_drc=0
export IMPL_synth_edff_count=4160
export IMPL_grt_usage_pct=19.7
export IMPL_syn_avg_cell_area_um2=18.1
export IMPL_antenna_found_initial=27
export IMPL_ctsResizeCount=0
export IMPL_cts_root_buf="clkbuf_16"
export IMPL_io_buffers=136
==> worst paths after layout <==
kind	startpoint	endpoint	depth (start not counted)
max	address[2]	readData[23]	11
min	RAM[16][33]	readData[33]	4
max reg2reg	RAM[10][63]	readData[63]	5
min reg2reg	RAM[16][33]	readData[33]	4
==> cell usage in the layout (no fill, tap or decap), types with 36 or more instances in the layout <==
master	count
a21oi_1	210
mux4_2	63
clkinv_1	92
buf_2	64
a22oi_1	684
nor2_1	233
o21ai_0	139
clkinv_2	69
o22ai_1	506
mux2_2	203
mux2i_1	337
buf_4	401
a221oi_1	636
nor4_1	56
edfxtp_1	4160
clkdlybuf4s50_1	68
nor2_4	68
clkbuf_16	390
nand2_1	305
bufinv_16	43
nand4_1	36
clkbuf_1	74
==> worst min-delay path, cell delays in order, from the launching register on <==
cell	delay, ns
edfxtp_1	0.32
a21oi_1	0.06
nor2_1	0.08
o21ai_0	0.09
nand3b_1	0.10
==> through the flow <==
stage,hold slack (ns),instance area [um^2],std cells,utilization (%),setup WS [ns]
3_5_place_dp,0.703,167000,15433,32.2,48.09
4_1_cts,0.716,179000,16130,34.6,49.04
2_1_floorplan,0.635,156000,8619,-,48.94
6_report,0.710,179000,16140,34.6,49.06
5_1_grt,0.777,179000,16133,34.6,48.90
3_3_place_gp,0.713,167000,15433,32.2,48.19
==> cells by family (layout without fill, tap and decap cells) <==
group / count (synthesis) / after routing / synth area share [%]
AND-OR/OR-AND: 2389 / 2389 / 11.3
multiplexers: 604 / 604 / 4.54
flip-flops: 4160 / 4160 / 80.0
AND/OR/NAND/NOR: 808 / 808 / 2.27
other: 0 / 10 / 0
buffers and inverters: 658 / 1253 / 1.88
==> area by class of cell <==
type,count,area (um^2)
tap,6916,8650
multi-input combinational,3801,28900
sequential,4160,125000
inverter,3,28.8
clock buffer,464,10000
timing repair buffer,553,4400
clock inverter,233,2370
fill,47041,338000
antenna,10,25.0
==> registers in the layout, indices dropped and copies added (netlist names) <==
signal,flops
RAM,4096
readData,64
==> power breakdown <==
| group | switching (mW) | internal [mW] |
|---|---|---|
| sequential | 0.00630 | 2.90 |
| clock | 0.950 | 1.24 |
| combinational | 0.207 | 0.0786 |
==> layer usage <==
layer  GRT usage (%)  part of all wire [%]  wire (um)
met1            17.7                    29     140000
met2            27.7                    43     212000
met3            21.2                    23     112000
met4            7.16                   4.5      21900
met5            4.33                  0.56       2730
Power is estimated from default activity; no workload was simulated.
