[./run.sh]
#!/bin/bash
# OpenROAD 26Q1-2900-gdf79404cd8, Yosys 0.63+post, stock flow scripts
make -C /OpenROAD-flow-scripts/flow DESIGN_CONFIG=/design/flow/config.mk WORK_HOME=/design/flow/orfs finish
[./constraint.sdc]
current_design adder64

set clk_period 32.2
set clk_io_pct 0.2

create_clock -name clk0 -period $clk_period

set non_clock_inputs [all_inputs -no_clocks]
set_input_delay [expr $clk_period * $clk_io_pct] -clock clk0 $non_clock_inputs
set_output_delay [expr $clk_period * $clk_io_pct] -clock clk0 [all_outputs]
[./config.mk]
export PLATFORM = sky130hd
export DESIGN_NAME = adder64
export DESIGN_NICKNAME = adder64
export VERILOG_FILES = /design/flow/design.v
export SDC_FILE = /design/flow/constraint.sdc
export NUM_CORES = 4
export LEC_CHECK = 1
export CORE_UTILIZATION = 40
[./design.v]
module fulladd (carryIn, a, b, sum, carryOut);
	input carryIn, a, b;
	output sum, carryOut;
	assign sum = a ^ b ^ carryIn;
	assign carryOut = ( a & b ) | ( a & carryIn ) | ( b & carryIn );
endmodule
module adder4 (carryIn, a, b, sum, carryOut);
	input carryIn;
	input [3:0] a, b;
	output [3:0] sum;
	output carryOut;
	wire [2:0] tmp;
	fulladd q0 (carryIn, a[0], b[0], sum[0], tmp[0]);
	fulladd q1 (tmp[0], a[1], b[1], sum[1], tmp[1]);
	fulladd q2 (tmp[1], a[2], b[2], sum[2], tmp[2]);
	fulladd q3 (tmp[2], a[3], b[3], sum[3], carryOut);
endmodule
module adder16 (carryIn, a, b, sum, carryOut);
	input carryIn;
	input [15:0] a, b;
	output [15:0] sum;
	output carryOut;
	wire [2:0] tmp;
	adder4 q0 (carryIn, a[3:0], b[3:0], sum[3:0], tmp[0]);
	adder4 q1 (tmp[0], a[7:4], b[7:4], sum[7:4], tmp[1]);
	adder4 q2 (tmp[1], a[11:8], b[11:8], sum[11:8], tmp[2]);
	adder4 q3 (tmp[2], a[15:12], b[15:12], sum[15:12], carryOut);
endmodule
module adder64 (carryIn, a, b, sum, carryOut);
	input carryIn;
	input [63:0] a, b;
	output [63:0] sum;
	output carryOut;
	wire [2:0] tmp;
	adder16 q0 (carryIn, a[15:0], b[15:0], sum[15:0], tmp[0]);
	adder16 q1 (tmp[0], a[31:16], b[31:16], sum[31:16], tmp[1]);
	adder16 q2 (tmp[1], a[47:32], b[47:32], sum[47:32], tmp[2]);
	adder16 q3 (tmp[2], a[63:48], b[63:48], sum[63:48], carryOut);
endmodule
==> out/summary.rpt <==
===========================================================================================
Result of the run                                                              finished with violations
Violated checks                                                                setup timing
Via-to-Cell Ratio                                                                      4.43
Met1 Usage GRT                                                                        32.1%
Worst min path class                                                              in -> out
Switch share                                                                          27.5%
Largest net degree at the start of global routing                                         2
Pwr/cell area                                                                   19.2 mW/mm2
Post-synthesis cell type count                                                            3
Number of clock buffer instances in the layout                                            0
Worst hold path endpoint                                                             sum[0]
Number of design-rule violations left by the first detailed-router iteration             20
Remaining antenna violation count after routing                                           0
IO Port Bufs                                                                            194
Final antenna diode count                                                                 0
Post-route worst setup slack                                                       -3.29 ns
Portion of the clock cycle consumed by the worst path in the final layout              110%
Slowest-stage cell, CP                                                                 fa_1
Post-route cell area                                                            0.00345 mm2
Crit Path Category                                                                in -> out
Global-route wire length before repair                                              8.80 mm
Met3 capacity usage during global routing                                             15.1%
Grt peak-use layer                                                                     met2
Area of the multi-input gates                                                   0.00144 mm2
Peak fanout along the critical path                                                       1
Max-cap check violation count                                                             0
Measured slew at the worst slew-check pin                                          0.147 ns
Core area                                                                       0.00432 mm2
Die boundary height                                                                 69.1 um
Width of the chip                                                                   69.1 um
Wire length reported by the detailed router                                         5.59 mm
Longest individual stage delay on the worst path                                    0.40 ns
Count of endpoints failing setup in the final report                                     11
Detailed-route via count                                                               1418
Top-level port count                                                                    194
Area growth, synth to finish                                                          92.0%
Detailed-route DRC error count                                                            0
Part of the total power dissipated in combinational logic                            100.0%
Final-layout setup total negative slack                                           -20.02 ns
Post-layout minimum cycle time                                                     35.49 ns
Total number of warnings across the stage logs                                           36
Gpl congestion                                                                        0.796
Part of the total power dissipated in sequential elements                                0%
Sum of net half-perimeters after detailed placement                                 5.59 mm
Std-Cell Rows                                                                            24
Leakage Power                                                                       1.25 nW
Hold violation count in the final report                                                  0
Commonest cells after routing, fill and taps aside                             clkdlybuf4s50_1, fa_2, buf_2, inv_1, inv_2
Register share after synthesis                                                           0%
Worst-case vdd ir drop                                                           0.00931 mV
Netlist Area Pre-Place                                                          0.00180 mm2
Critical path data arrival time                                                    29.05 ns
Critical path origin                                                                   a[0]
Psw                                                                               0.0183 mW
Most common cell after layout, fill and taps aside                             clkdlybuf4s50_1
HP Start                                                                            carryIn
Post-layout utilization of the core                                                   79.9%
Antenna violations before repair                                                          0
GR Layer Usage met2                                                                   45.2%
Placed inst area                                                                0.00350 mm2
Critical path launch point type                                                primary input
Max transition margin                                                                 90.2%
Number of cell instances after yosys synthesis                                          138
Via count of the first global-routing pass                                             1676
Syn avg cell area                                                                  13.0 um2
Setup slack after placement                                                        -4.09 ns
Fill cell instance count of the final layout                                            291
Number of optimization iterations in the first detailed-route pass                        6
Internal power                                                                    0.0482 mW
Setup repair after global routing missed its margin                                    true
Sequential cell count of the final layout                                                 0
Fmax                                                                               28.2 MHz
Tally of yosys warning messages                                                           0
PnR Total Power                                                                   0.0665 mW
GR Util All Layers                                                                    26.6%
Total gr overflow                                                                         0
Chip footprint                                                                  0.00477 mm2
Number of instances in the synthesized netlist                                          138
Most Frequent Cell on Critical Path                                                    fa_2
Final Max Tran Viols                                                                      0
Clock power frac                                                                         0%
Starting Density                                                                      41.6%
Layout cell share with drive strength beyond 1                                        31.0%
Sort of element at the end of the critical path                                  output pin
Hold_buf cts                                                                              0
Sequential standard cell area                                                         0 um2
WP data required                                                                   25.76 ns
Chip Area, Yosys                                                                0.00180 mm2
Hold Path Stages                                                                          5
Routed wirelength normalized by instance count                                      17.5 um
===========================================================================================
-- worst max-delay path by stage --
stage         slack (ns)  endpoint  cells past startpoint
global route       -3.81   sum[63]                     70
CTS                -3.33   sum[63]                     70
finish             -3.29   sum[63]                     70
-- what timing repair did --
| action | in CTS | in global routing |
|---|---|---|
| endpoints found under the setup margin | 13 | 13 |
| gates resized | 57 | 3 |
| endpoints found under the hold margin | 0 | 0 |
| setup buffers | 0 | 0 |
| pin swaps | 5 | 1 |
| cloned | 0 | 0 |
-- metal layers --
metal / wire length, um / up-vias
met3: 931 / 2
li1: - / 600
met2: 3010 / 116
met5: 0 / -
met1: 1630 / 700
met4: 27 / 0
-- cell type report --
| cell class | count | share of cell area [%] |
|---|---|---|
| inverters | 10 | 1.59 |
| repair buffers | 194 | 54.9 |
| well taps | 52 | 1.88 |
| multi-input cells | 64 | 41.7 |
-- worst max-delay path, delay by kind of cell --
| family | cells | cell delay, ns |
|---|---|---|
| buffers and inverters | 6 | 0.39 |
| adder cells (fa/ha/maj) | 64 | 22.23 |
-- cell usage after synthesis --
library cell | n | share of area, %
fa_1 | 64 | 71
buf_4 | 64 | 27
inv_1 | 10 | 2.1
-- power by group through the flow --
stage | sequential [mW] | combinational [mW] | clock, mW
CTS | 0 | 0.0681 | 0
global route | 0 | 0.0735 | 0
finish | 0 | 0.0665 | 0
-- metrics by stage --
step                hold slack, ns  instances
global placement             13.94        320
CTS                          13.62        320
floorplan                    13.10        138
finish                       13.63        320
detailed placement           13.97        320
global route                 13.64        320
-- cells by family after synthesis --
| kind of cell | share of synthesized area (%) |
|---|---|
| adder cells (fa/ha/maj) | 71.2 |
| buffers and inverters | 28.8 |
Power and IR drop assume default switching activity.
