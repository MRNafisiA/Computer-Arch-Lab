--- flow/design.v ---
module pc(clk, nextPc, nowPc);
    input clk;
    input [47:0] nextPc;
    output reg [47:0] nowPc;
    always @(posedge clk) begin
            nowPc <= nextPc;
    end
endmodule
--- flow/run.sh ---
#!/bin/bash
# OpenROAD 26Q1-2900-gdf79404cd8, Yosys 0.63+post, stock flow scripts
make -C /OpenROAD-flow-scripts/flow DESIGN_CONFIG=/design/flow/config.mk WORK_HOME=/design/flow/orfs finish
--- flow/config.mk ---
export PLATFORM = sky130hd
export DESIGN_NAME = pc
export DESIGN_NICKNAME = pc
export VERILOG_FILES = /design/flow/design.v
export SDC_FILE = /design/flow/constraint.sdc
export NUM_CORES = 4
export LEC_CHECK = 1
export CORE_AREA = 10 10 95 95
export DIE_AREA = 0 0 105 105
--- flow/constraint.sdc ---
current_design pc

set clk_period 1.0
set clk_io_pct 0.2

create_clock -name clk0 -period $clk_period [get_ports {clk}]

set non_clock_inputs [all_inputs -no_clocks]
set_input_delay [expr $clk_period * $clk_io_pct] -clock clk0 $non_clock_inputs
set_output_delay [expr $clk_period * $clk_io_pct] -clock clk0 [all_outputs]
==> flow_metrics.env <==
# physical design summary
export IMPL_cts_buffer_depth=2
export IMPL_postCtsHoldBufs=0
export IMPL_startpoint="nowPc[38]"
export IMPL_rsz0062_at_grt="false"
export IMPL_io_pins=97
export IMPL_route_detailed_drc=0
export IMPL_critPathBufInv=1
export IMPL_top_register="nowPc"
export IMPL_avgViaCountPerCell=2.89
export IMPL_final_area_um2=1910
export IMPL_slew_viol_final=0
export IMPL_aoi_share_pct=0
export IMPL_drive_above_1_share_pct=45.4
export IMPL_antenna_found_initial=0
export IMPL_critPathMaxStageDelay_ps=320
export IMPL_die_y_um=105
export IMPL_cts_sinks=48
export IMPL_syn_inst=48
export IMPL_gp_congestion=0.704
export IMPL_synth_area_yosys_um2=961
export IMPL_crit_required_ps=800
export IMPL_fp_util_pct=13.9
export IMPL_dpl_cell_count=240
export IMPL_final_layout_top_logic_cells="clkdlybuf4s50_1 (48), dfxtp_1 (35), clkbuf_2 (26)"
export IMPL_clockRootBuffer="clkbuf_8"
export IMPL_avgSynthCellArea_um2=20.0
export IMPL_powerDensity_nw_per_um2=1810
export IMPL_finalHoldViolations=0
export IMPL_ant_nets=0
export IMPL_mux_area_share_pct=0
export IMPL_crit_chain="buf_2"
export IMPL_warnings=25
export IMPL_reg_top3="nowPc x48"
export IMPL_grt_pass1_vias=768
export IMPL_ys_cells=48
export IMPL_gr_total_overflow=0
export IMPL_netlist_area_um2=961
export IMPL_io_buffers=96
export IMPL_max_slew_margin_pct=94.5
export IMPL_largest_reg_flops=48
export IMPL_crit_path_end_kind="output pin"
export IMPL_simple_gate_share_pct=0
export IMPL_cts_buffers=5
export IMPL_clk_pin_slew_ps=80
export IMPL_ys_warnings_count=1
export IMPL_cellLeakagePower_nw=0.838
export IMPL_crit_arrival_ps=720
export IMPL_ys_sh_adder_pct=0
export IMPL_worstMarginPinSlew_ps=82.9
export IMPL_placed_area_um2=2040
export IMPL_grt_total_usage_pct=5.62
export IMPL_final_cell_count_no_fill=248
export IMPL_hp_class="primary input to flop"
export IMPL_place_ws_ps=-14.2
export IMPL_vias=717
export IMPL_h_tree_depth=2
export IMPL_ys_ff=48
export IMPL_status="complete, no violations"
export IMPL_grt_first_pass_wirelength_um=4800
export IMPL_lay_top_count="clkdlybuf4s50_1"
export IMPL_fin_ws_ps=79.9
export IMPL_comb_area_um2=0
export IMPL_grt_max_degree=15
export IMPL_ys_sh_xor_pct=0
export IMPL_fin_crit_ps=920
export IMPL_max_cap_viol_count=0
export IMPL_rows=30
export IMPL_synthToLayoutAreaGrowth_pct=98.8
export IMPL_cts_tree="built"
export IMPL_vdd_drop_max_uv=452
export IMPL_core_area_um2=6910
export IMPL_first_pass_iters=3
export IMPL_dr_first_iter_drc_count=7
export IMPL_drt_wl_total_um=3290
export IMPL_worst_path_stages=1
export IMPL_fill_cells=751
export IMPL_clock_fmax_mhz=1090
export IMPL_cp_endpoint="nowPc[38]"
export IMPL_finalPower_mw=3.46
export IMPL_crit_type="flop to output pin"
export IMPL_cts_setup_buffers=0
export IMPL_die_area_um2=11000
export IMPL_finalClockPeriodUsage_pct=92.0
export IMPL_synth_cell_types=1
export IMPL_yosysSeqAreaShare_pct=100
export IMPL_die_w_um=105
export IMPL_multiInputCombCellCount=0
export IMPL_path_delay_family="flip-flops"
export IMPL_critPathLaunchType="flop"
export IMPL_n_antenna_cell=0
export IMPL_slowest_stage="dfxtp_2"
export IMPL_critical_path_max_fanout=1
export IMPL_routedWlPerCell_um=13.3
export IMPL_setup_viol=0
-- through the flow --
step	hold slack [ps]	utilization [%]	setup TNS (ps)
detailed placement	652	29.6	-14.2
CTS	327	29.4	0
floorplan	228	-	0
finish	336	27.7	0
global placement	649	29.6	-18.7
global route	308	27.7	0
-- worst min-delay path by stage --
stage         cells after the start  slack [ps]        end        from
CTS                               1         330  nowPc[45]  nextPc[45]
global route                      1         310  nowPc[26]  nextPc[26]
finish                            1         340  nowPc[18]  nextPc[18]
-- layout make-up --
type / count / area, um^2 / share of cell area, %
clock buffer: 6 / 82.6 / 4.32
clock inverter: 2 / 10.0 / 0.524
sequential: 48 / 977 / 51.1
tap: 96 / 120 / 6.29
timing repair buffer: 96 / 721 / 37.7
-- per-layer routing --
metal  global-route usage (%)  vias to the layer above  routed length (um)
li1                         -                      350                   -
met1                     5.56                      319                1110
met2                     10.1                       42                1760
met3                     3.04                        6                 338
met4                     1.27                        0                  85
met5                        0                        -                   0
-- power by group --
group	switching (mW)	total, mW	leakage (nW)	internal, mW
clock	0.604	1.16	0.0510	0.552
sequential	0.0213	2.04	0.405	2.02
combinational	0.0425	0.265	0.382	0.223
total	0.668	3.46	0.838	2.79
-- kinds of logic (layout without fill, tap and decap cells) --
logic type | after synthesis | in the layout
DFF | 48 | 48
buffers and inverters | 0 | 104
-- timing repair --
action,CTS,global route
hold endpoints to repair,0,0
endpoints found under the setup margin,48,26
gates resized,127,35
-- Yosys cell counts, drive strengths merged --
library cell	number	area share [%]
dfxtp	48	100
Power is estimated from default activity; no workload was simulated.
